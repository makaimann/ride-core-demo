<file path="./run.sh">
#!/bin/bash
# OpenROAD 26Q1-2900-gdf79404cd8, Yosys 0.63+post, stock flow scripts
make -C /OpenROAD-flow-scripts/flow DESIGN_CONFIG=/design/flow/config.mk WORK_HOME=/design/flow/orfs finish
</file>
<file path="./config.mk">
export PLATFORM = sky130hd
export DESIGN_NAME = ram_sync_6r2w
export DESIGN_NICKNAME = ram_sync_6r2w
export VERILOG_FILES = /design/flow/design.v
export SDC_FILE = /design/flow/constraint.sdc
export NUM_CORES = 4
export LEC_CHECK = 1
export CORE_UTILIZATION = 50
</file>
<file path="./constraint.sdc">
current_design ram_sync_6r2w

set clk_period 6.2
set clk_io_pct 0.2

create_clock -name clk0 -period $clk_period [get_ports {clk}]

set non_clock_inputs [all_inputs -no_clocks]
set_input_delay [expr $clk_period * $clk_io_pct] -clock clk0 $non_clock_inputs
set_output_delay [expr $clk_period * $clk_io_pct] -clock clk0 [all_outputs]
</file>
<file path="./design.v">
`default_nettype none
module ram_sync_1r1w #(
		       parameter BRAM_ADDR_WIDTH = 32,
		       parameter BRAM_DATA_WIDTH = 32,
		       parameter DATA_DEPTH      = 32
		       ) 
   (
    input wire 			     clk,
    input wire [BRAM_ADDR_WIDTH-1:0] raddr1,
    output reg [BRAM_DATA_WIDTH-1:0] rdata1,
    input wire [BRAM_ADDR_WIDTH-1:0] waddr,
    input wire [BRAM_DATA_WIDTH-1:0] wdata,
    input wire 			     we
    );
   reg [BRAM_DATA_WIDTH-1:0] 			      mem [0:DATA_DEPTH-1];
   always @ (posedge clk) begin
      rdata1 <= mem[raddr1];
      if (we)
	mem[waddr] <= wdata;
   end
endmodule  
module ram_sync_2r1w #(
		       parameter BRAM_ADDR_WIDTH = 32,
		       parameter BRAM_DATA_WIDTH = 32,
		       parameter DATA_DEPTH      = 32
		       ) 
   (
    input wire 			     clk,
    input wire [BRAM_ADDR_WIDTH-1:0] raddr1,
    input wire [BRAM_ADDR_WIDTH-1:0] raddr2,
    output reg [BRAM_DATA_WIDTH-1:0] rdata1,
    output reg [BRAM_DATA_WIDTH-1:0] rdata2,
    input wire [BRAM_ADDR_WIDTH-1:0] waddr,
    input wire [BRAM_DATA_WIDTH-1:0] wdata,
    input wire 			     we
    );
   reg [BRAM_DATA_WIDTH-1:0] 			      mem [0:DATA_DEPTH-1];
   always @ (posedge clk) begin
      rdata1 <= mem[raddr1];
      rdata2 <= mem[raddr2];
      if (we)
	mem[waddr] <= wdata;
   end
endmodule  
module ram_sync_2r2w #(
		       parameter BRAM_ADDR_WIDTH = 32,
		       parameter BRAM_DATA_WIDTH = 32,
		       parameter DATA_DEPTH      = 32
		       ) 
   (
    input wire 			     clk,
    input wire [BRAM_ADDR_WIDTH-1:0] raddr1,
    input wire [BRAM_ADDR_WIDTH-1:0] raddr2,
    output reg [BRAM_DATA_WIDTH-1:0] rdata1,
    output reg [BRAM_DATA_WIDTH-1:0] rdata2,
    input wire [BRAM_ADDR_WIDTH-1:0] waddr1,
    input wire [BRAM_ADDR_WIDTH-1:0] waddr2,
    input wire [BRAM_DATA_WIDTH-1:0] wdata1,
    input wire [BRAM_DATA_WIDTH-1:0] wdata2,
    input wire 			     we1,
    input wire 			     we2
    );
   reg [BRAM_DATA_WIDTH-1:0] 			      mem [0:DATA_DEPTH-1];
   always @ (posedge clk) begin
      rdata1 <= mem[raddr1];
      rdata2 <= mem[raddr2];
      if (we1)
	mem[waddr1] <= wdata1;
      if (we2)
	mem[waddr2] <= wdata2;
   end
endmodule  
module ram_sync_4r1w #(
		       parameter BRAM_ADDR_WIDTH = 32,
		       parameter BRAM_DATA_WIDTH = 32,
		       parameter DATA_DEPTH      = 32
		       ) 
   (
    input wire 			      clk,
    input wire [BRAM_ADDR_WIDTH-1:0]  raddr1,
    input wire [BRAM_ADDR_WIDTH-1:0]  raddr2,
    input wire [BRAM_ADDR_WIDTH-1:0]  raddr3,
    input wire [BRAM_ADDR_WIDTH-1:0]  raddr4,
    output wire [BRAM_DATA_WIDTH-1:0] rdata1,
    output wire [BRAM_DATA_WIDTH-1:0] rdata2,
    output wire [BRAM_DATA_WIDTH-1:0] rdata3,
    output wire [BRAM_DATA_WIDTH-1:0] rdata4,
    input wire [BRAM_ADDR_WIDTH-1:0]  waddr,
    input wire [BRAM_DATA_WIDTH-1:0]  wdata,
    input wire 			      we
    );
   ram_sync_2r1w 
     #(BRAM_ADDR_WIDTH, BRAM_DATA_WIDTH, DATA_DEPTH) 
   mem0(
	.clk(clk),
	.raddr1(raddr1),
	.raddr2(raddr2),
	.rdata1(rdata1),
	.rdata2(rdata2),
	.waddr(waddr),
	.wdata(wdata),
	.we(we)
	);
   ram_sync_2r1w 
     #(BRAM_ADDR_WIDTH, BRAM_DATA_WIDTH, DATA_DEPTH) 
   mem1(
	.clk(clk),
	.raddr1(raddr3),
	.raddr2(raddr4),
	.rdata1(rdata3),
	.rdata2(rdata4),
	.waddr(waddr),
	.wdata(wdata),
	.we(we)
	);
endmodule  
module ram_sync_4r2w #(
		       parameter BRAM_ADDR_WIDTH = 32,
		       parameter BRAM_DATA_WIDTH = 32,
		       parameter DATA_DEPTH      = 32
		       ) 
   (
    input wire 			      clk,
    input wire [BRAM_ADDR_WIDTH-1:0]  raddr1,
    input wire [BRAM_ADDR_WIDTH-1:0]  raddr2,
    input wire [BRAM_ADDR_WIDTH-1:0]  raddr3,
    input wire [BRAM_ADDR_WIDTH-1:0]  raddr4,
    output wire [BRAM_DATA_WIDTH-1:0] rdata1,
    output wire [BRAM_DATA_WIDTH-1:0] rdata2,
    output wire [BRAM_DATA_WIDTH-1:0] rdata3,
    output wire [BRAM_DATA_WIDTH-1:0] rdata4,
    input wire [BRAM_ADDR_WIDTH-1:0]  waddr1,
    input wire [BRAM_ADDR_WIDTH-1:0]  waddr2,
    input wire [BRAM_DATA_WIDTH-1:0]  wdata1,
    input wire [BRAM_DATA_WIDTH-1:0]  wdata2,
    input wire 			      we1,
    input wire 			      we2
    );
   ram_sync_2r2w 
     #(BRAM_ADDR_WIDTH, BRAM_DATA_WIDTH, DATA_DEPTH) 
   mem0(
	.clk(clk),
	.raddr1(raddr1),
	.raddr2(raddr2),
	.rdata1(rdata1),
	.rdata2(rdata2),
	.waddr1(waddr1),
	.waddr2(waddr2),
	.wdata1(wdata1),
	.wdata2(wdata2),
	.we1(we1),
	.we2(we2)
	);
   ram_sync_2r2w 
     #(BRAM_ADDR_WIDTH, BRAM_DATA_WIDTH, DATA_DEPTH) 
   mem1(
	.clk(clk),
	.raddr1(raddr3),
	.raddr2(raddr4),
	.rdata1(rdata3),
	.rdata2(rdata4),
	.waddr1(waddr1),
	.waddr2(waddr2),
	.wdata1(wdata1),
	.wdata2(wdata2),
	.we1(we1),
	.we2(we2)
	);
endmodule  
module ram_sync_6r2w #(
		       parameter BRAM_ADDR_WIDTH = 32,
		       parameter BRAM_DATA_WIDTH = 32,
		       parameter DATA_DEPTH      = 32
		       ) 
   (
    input wire 			      clk,
    input wire [BRAM_ADDR_WIDTH-1:0]  raddr1,
    input wire [BRAM_ADDR_WIDTH-1:0]  raddr2,
    input wire [BRAM_ADDR_WIDTH-1:0]  raddr3,
    input wire [BRAM_ADDR_WIDTH-1:0]  raddr4,
    input wire [BRAM_ADDR_WIDTH-1:0]  raddr5,
    input wire [BRAM_ADDR_WIDTH-1:0]  raddr6,
    output wire [BRAM_DATA_WIDTH-1:0] rdata1,
    output wire [BRAM_DATA_WIDTH-1:0] rdata2,
    output wire [BRAM_DATA_WIDTH-1:0] rdata3,
    output wire [BRAM_DATA_WIDTH-1:0] rdata4,
    output wire [BRAM_DATA_WIDTH-1:0] rdata5,
    output wire [BRAM_DATA_WIDTH-1:0] rdata6,
    input wire [BRAM_ADDR_WIDTH-1:0]  waddr1,
    input wire [BRAM_ADDR_WIDTH-1:0]  waddr2,
    input wire [BRAM_DATA_WIDTH-1:0]  wdata1,
    input wire [BRAM_DATA_WIDTH-1:0]  wdata2,
    input wire 			      we1,
    input wire 			      we2
    );
   ram_sync_2r2w 
     #(BRAM_ADDR_WIDTH, BRAM_DATA_WIDTH, DATA_DEPTH) 
   mem0(
	.clk(clk),
	.raddr1(raddr1),
	.raddr2(raddr2),
	.rdata1(rdata1),
	.rdata2(rdata2),
	.waddr1(waddr1),
	.waddr2(waddr2),
	.wdata1(wdata1),
	.wdata2(wdata2),
	.we1(we1),
	.we2(we2)
	);
   ram_sync_2r2w 
     #(BRAM_ADDR_WIDTH, BRAM_DATA_WIDTH, DATA_DEPTH) 
   mem1(
	.clk(clk),
	.raddr1(raddr3),
	.raddr2(raddr4),
	.rdata1(rdata3),
	.rdata2(rdata4),
	.waddr1(waddr1),
	.waddr2(waddr2),
	.wdata1(wdata1),
	.wdata2(wdata2),
	.we1(we1),
	.we2(we2)
	);
   ram_sync_2r2w 
     #(BRAM_ADDR_WIDTH, BRAM_DATA_WIDTH, DATA_DEPTH) 
   mem2(
	.clk(clk),
	.raddr1(raddr5),
	.raddr2(raddr6),
	.rdata1(rdata5),
	.rdata2(rdata6),
	.waddr1(waddr1),
	.waddr2(waddr2),
	.wdata1(wdata1),
	.wdata2(wdata2),
	.we1(we1),
	.we2(we2)
	);
endmodule  
`default_nettype wire
</file>
==> CHANGELOG.md <==
### Physical design

- Final WL: 498700 um
- Residual DRC count: 0
- Pwr dens: 214.8 nW/um^2
- Crit start category: input pin
- Worst r2r src: mem1.mem[2][26]
- Seq share, synth: 0.3449
- Crit path depth: 5
- Worst slew pin tran: 1.328 ns
- Crit path max-delay family: simple AND/OR/NAND/NOR gates
- Die area: 202400 um^2
- Hold Path Stages: 4
- Register-to-Register Path Depth: 5
- Hold_buf cts: 0
- Crit path DAT: 4.56 ns
- 1st-iter DRT viols: 9156
- CP max FO: 13
- Clk buf depth: 3
- Lkg Pwr: 45.51 nW
- Vias in the first global route: 85230
- Maximum clock rate: 251.4 MHz
- HPWL after DPL: 290000 um
- Crit path cell chain: clkdlybuf4s50_1 -> nand3b_1 -> nor2_4 -> buf_4 -> mux2_1
- Initial antenna violation count: 18
- Init Core Util: 0.5028
- Max-slew violation count: 0
- Run status: completed
- Highest cell delay on the worst timing path: 1.00 ns
- Min-delay worst type: reg -> reg
- Relative slew margins: 0.1146
- Final setup viols: 0
- Dominant logic cell type in the layout: mux2i_1
- Placer congestion estimate: 1.014
- Peak supply drop: 0.3421 mV
- Htree depth: 4
- Chip Area, Yosys: 100300 um^2
- Latency at later pin: 0.85 ns
- Max_cap viols: 0
- First-pass GRT wire length: 677200 um
- Area grow syn2layout: 11.53%
- Log Warnings: 243
- Final Cycle Share: 0.6415
- RSZ-0062 raised after global routing: false
- Worst setup path startpoint: waddr2[3]
- Io pins: 515
- Final Skew: 0.02608 ns
- Layout cell share with drive strength beyond 1: 0.1796
- Post-place setup slack: 1.542 ns
- Core area: 199500 um^2
- Syn. warnings: 1
- Routed length per instance: 40.94 um
- Num CTS Buffers: 151
- Crit path capture type: register
- TNS Setup: 0 ns
- Number of nets still failing antenna checks after routing: 0
- Fin crit period: 3.978 ns
- Most common logic cells in the final layout: mux2i_1, edfxtp_1, mux2_2
- CTS sink count: 1216
- Cell count after synthesis: 9579
- Largest net degree at the start of global routing: 85
- Root Driver: clkbuf_16
- Row cnt: 164
- Number of buffers and inverters on the critical path: 2
- Netlist cell types: 38
- Non-filler instance count after layout: 12180
- Final tally of hold violations: 0
- GR Util All Layers: 0.5038
- Die Wd: 449.9 um
- Post_cts resized: 0
- Vias: 88960
- Remaining Overflow, GRT: 0
- Clock-pin slew on the worst setup and hold paths: 0.05 ns
- DRT Pass-1 Iters: 8
- Syn Area/Cell: 10.47 um^2
- Setup repair bufs after CTS: 0
- Yosys Instances: 9579
- Hold_sp: mem1.mem[25][23]
- Die Span Y: 449.9 um
- Synth Cell Area: 100300 um^2
- Synth flops: 1216
- Vias per cell: 7.303
- CTS tree: yes
- IO Port Bufs: 298
- Placed cell count: 11870
- Worst setup path class: in -> reg
- CP Data Required Time: 6.78 ns
- Final WS setup: 2.222 ns
- Cell with the largest stage delay on the worst path: nor2_4
- Min Hold Slack: 0.7512 ns
metrics by stage:
stage | utilization | total power, mW | cell area, um^2
6_report | 0.5608 | 24.02 | 111900
3_5_place_dp | 0.5346 | 14.64 | 106600
4_1_cts | 0.5604 | 23.83 | 111800
5_1_grt | 0.5604 | 24.48 | 111800
2_1_floorplan | - | 12.45 | 100300
3_3_place_gp | 0.5346 | 14.60 | 106600
layout make-up:
type,count,area (um^2)
diodes,33,82.58
clock inverters,65,651.9
flip-flops and latches,1216,34590
repair buffers,689,6912
clock buffers,213,4489
fillers,16720,87600
multi-input cells,7310,61800
well taps,2656,3323
logic make-up (layout without fill, tap and decap cells):
family          Yosys count  in the layout  share of synthesized area
buf+inv                1053            967                    0.04769
flops                  1216           1216                     0.3449
mux                    4096           4096                     0.4216
simple gates           1454           1454                    0.06666
other cells               0             33                          0
compound gates         1760           1760                     0.1192
layer usage:
metal / GRT usage / vias to the layer above / part of all wire
met5: 0.02983 / - / 0.0014
met4: 0.3714 / 31 / 0.096
met3: 0.2978 / 2302 / 0.16
met2: 0.6793 / 7209 / 0.41
met1: 0.5916 / 42750 / 0.33
li1: - / 36670 / -
state kept, by name, summed over array words and instances, names as in the netlist:
register / flops
mem2.rdata1: 32
mem1.rdata2: 32
mem1.mem: 1024
mem1.rdata1: 32
mem0.rdata2: 32
mem2.rdata2: 32
mem0.rdata1: 32
synthesized netlist by cell type, drive strengths merged:
master,number,area share
a21oi,576,0.029
a22o,384,0.034
a22oi,576,0.043
a31oi,192,0.012
and2,6,0.00037
and3,1,0.000062
and3b,1,0.000087
buf,552,0.029
clkbuf,501,0.019
dfxtp,192,0.038
edfxtp,1024,0.31
mux2,1024,0.11
mux2i,3072,0.31
nand2,600,0.022
nand2b,12,0.00075
nand3,580,0.029
nand3b,9,0.00071
nor2,24,0.0014
nor2b,12,0.00075
nor3,193,0.0097
nor3b,4,0.00050
o21ai,16,0.00080
o22ai,16,0.0010
or2,7,0.00044
or3,1,0.000062
or3b,4,0.00035
worst paths after layout:
kind | slack, ns | endpoint
max reg2reg | 4.19 | mem0.rdata2[26]
min | 0.75 | mem1.rdata1[23]
max | 2.22 | mem1.mem[12][12]
min reg2reg | 0.75 | mem1.rdata1[23]
power by group:
| part | switching (mW) | total, mW | internal (mW) |
|---|---|---|---|
| clock | 3.80 | 9.30 | 5.50 |
| sequential | 0.298 | 9.52 | 9.23 |
| combinational | 3.20 | 5.20 | 2.00 |
worst min-delay path, delay by kind of cell (launching register included):
| kind | cells | cell delay [ns] |
|---|---|---|
| flip-flops | 1 | 0.42 |
| multiplexers | 1 | 0.09 |
| AND/OR/NAND/NOR | 3 | 0.21 |
Power figures rest on the tool's default switching activity, not on a simulated workload.
